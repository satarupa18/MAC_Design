**flow/config.mk**
```make
export PLATFORM = sky130hd
export DESIGN_NAME = topmodule
export DESIGN_NICKNAME = topmodule
export VERILOG_FILES = /design/flow/design.v
export SDC_FILE = /design/flow/constraint.sdc
export NUM_CORES = 4
export LEC_CHECK = 1
export CORE_UTILIZATION = 40
```
**flow/constraint.sdc**
```tcl
current_design topmodule

set clk_period 1.7
set clk_io_pct 0.2

create_clock -name clk0 -period $clk_period [get_ports {clk}]
create_clock -name clk1 -period $clk_period [get_ports {rst}]

set non_clock_inputs [all_inputs -no_clocks]
set_input_delay [expr $clk_period * $clk_io_pct] -clock clk0 $non_clock_inputs
set_output_delay [expr $clk_period * $clk_io_pct] -clock clk0 [all_outputs]
```
**flow/design.v**
```verilog
module controlpath (clk,rst,go,ld_a,ld_b,ld_m,ld_acc,ld_out,count_enabel,cmp,done,ps);
input clk,rst,go,cmp;
output reg ld_a,ld_b,ld_m,ld_acc,ld_out,count_enabel,done;
output reg [2:0]ps;
reg [2:0]ns;
parameter s0=3'b000;
parameter s1=3'b001;
parameter s2=3'b010;
parameter s3=3'b011;
parameter s4=3'b100;
parameter s5=3'b101;
parameter s6=3'b110;
parameter s7=3'b111;
always@(posedge clk or posedge rst)
begin
  if(rst==1'b1)
  ps<=s0;
  else
  ps<=ns;
end
always@(go or cmp or ps)
begin
  case(ps)
  s0:begin
    if(go==1'b0)
    ns=s0;
    else
    ns=s1;
  end
  s1:ns=s2;
  s2:ns=s3;
  s3:ns=s4;
  s4:ns=s5;
  s5:ns=s6;
  s6:begin
      if(cmp==1'b1)
        ns=s7;
      else
        ns=s1;
      end
  s7:ns=s0;
  default:ns=s0;
  endcase
end
always@(ps)
begin
  case(ps)
  s0:begin
    ld_a=1'b0;
    ld_b=1'b0;
    ld_m=1'b0;
    ld_acc=1'b0;
    ld_out=1'b0;
    done=1'b0;
    count_enabel=1'b0;
  end
  s1:begin
    ld_a=1'b1;
    ld_b=1'b1;
    ld_m=1'b0;
    ld_acc=1'b0;
    ld_out=1'b0;
    done=1'b0;
    count_enabel=1'b1;
  end
  s2:begin
    ld_a=1'b0;
    ld_b=1'b0;
    ld_m=1'b0;
    ld_acc=1'b0;
    ld_out=1'b0;
    done=1'b0;
    count_enabel=1'b0;
  end
  s3:begin
    ld_a=1'b0;
    ld_b=1'b0;
    ld_m=1'b1;
    ld_acc=1'b0;
    ld_out=1'b0;
    done=1'b0;
    count_enabel=1'b0;
  end
  s4:begin
    ld_a=1'b0;
    ld_b=1'b0;
    ld_m=1'b0;
    ld_acc=1'b0;
    ld_out=1'b0;
    done=1'b0;
    count_enabel=1'b0;
  end
  s5:begin
    ld_a=1'b0;
    ld_b=1'b0;
    ld_m=1'b0;
    ld_acc=1'b1;
    ld_out=1'b0;
    done=1'b0;
    count_enabel=1'b0;
  end
  s6:begin
    ld_a=1'b0;
    ld_b=1'b0;
    ld_m=1'b0;
    ld_acc=1'b0;
    ld_out=1'b0;
    done=1'b0;
    count_enabel=1'b0;
  end
  s7:begin
    ld_a=1'b0;
    ld_b=1'b0;
    ld_m=1'b0;
    ld_acc=1'b0;
    ld_out=1'b1;
    done=1'b1;
    count_enabel=1'b0;
  end
  default:begin
    ld_a=1'b0;
    ld_b=1'b0;
    ld_m=1'b0;
    ld_acc=1'b0;
    ld_out=1'b0;
    done=1'b0;
    count_enabel=1'b0;
  end
 endcase 
end
endmodule
module adder(input [11:0]a,b,output [11:0]sum);
assign sum = a+b;
endmodule
module comparator(input[3:0]a,output reg result);
always@(a)
begin
  if(a==4'b1010)
   result=1;
  else
   result=0;
end
endmodule
module multiplier(input[3:0]a,b,output[11:0]product);
assign product = a*b;
endmodule
module counter(input en,clk,rst,output reg[3:0]count);
always@(posedge clk or posedge rst)
begin
  if(rst==1'b1)
   count<=4'b0000;
  else if(en)
   count<=count+1;
end
endmodule
module Register_4bit (input clk,rst,ld,input[3:0]data_in,output reg[3:0]out);
always@(posedge clk or posedge rst)
begin
  if(rst==1'b1)
  out<=1'b0;
  else if(ld==1'b1)
  out<=data_in;
end
endmodule
module Register_12bit (input clk,rst,ld,input[11:0]data_in,output reg[11:0]out);
always@(posedge clk or posedge rst)
begin
  if(rst==1'b1)
  out<=1'b0;
  else if(ld==1'b1)
  out<=data_in;
end
endmodule
module datapath (clk,rst,a,b,ld_a,ld_b,ld_m,ld_acc,ld_out,count_enabel,cmp,out,tacc,count_out);
input[3:0]a,b;
input clk,rst,ld_a,ld_b,ld_m,ld_acc,ld_out,count_enabel;
output cmp;
output[11:0]out,tacc;
wire [3:0]ta,tb;
wire [11:0]tmin,tmout,tadd;
output[3:0]count_out;
multiplier multi1(ta,tb,tmin);
adder add1(tmout,tacc,tadd);
counter count1(clk,rst,count_enabel,count_out);
comparator comp1(count_out,cmp);
Register_4bit ra(clk,rst,ld_a,a,ta);
Register_4bit rb(clk,rst,ld_b,b,tb);
Register_12bit rm(clk,rst,ld_m,tmin,tmout);
Register_12bit racc(clk,rst,ld_acc,tadd,tacc);
Register_12bit rout(clk,rst,ld_out,tacc,out);
endmodule
`timescale 1ns/1ps
module topmodule(
    input clk,rst,
    input[3:0]a,b,
    input go,
    output[11:0]out,
    output done
);
wire ld_a,ld_b,ld_m,ld_acc,ld_out,cmp,count_enabel;
datapath data1(
    .clk(clk),.rst(rst),.a(a),.b(b),.ld_a(ld_a),.ld_b(ld_b),.ld_m(ld_m),.ld_acc(ld_acc),.ld_out(ld_out),.count_enabel(count_enabel),.cmp(cmp),.out(out)
);
controlpath con1(.clk(clk),.rst(rst),.go(go),.ld_a(ld_a),.ld_b(ld_b),.ld_m(ld_m),.ld_acc(ld_acc),.ld_out(ld_out),.count_enabel(count_enabel),.cmp(cmp),.done(done)
);
endmodule
```
**flow/run.sh**
```bash
#!/bin/bash
# OpenROAD 26Q1-2900-gdf79404cd8, Yosys 0.63+post, stock flow scripts
make -C /OpenROAD-flow-scripts/flow DESIGN_CONFIG=/design/flow/config.mk WORK_HOME=/design/flow/orfs finish
```
==> results.json <==
{
  "status": "complete, but fails checks",
  "violations": "negative hold slack, negative setup slack",
  "antennaDiodeCount": 0,
  "ios": 24,
  "fin_ws_ns": -0.9427,
  "slew-limit-headroom": 0.7173,
  "firstDrtPassIters": 4,
  "rsz0062_at_grt": "yes",
  "design_area_mm2": 0.004016,
  "yosys.area_share.adder": 0.1445,
  "cp-start-kind": "flop",
  "p_leak_nw": 1.748,
  "worstPathRequired_ns": 2.00,
  "dpl.hpwl_um": 3470,
  "drv_cap": 0,
  "yosys-mux-area-fraction": 0.09538,
  "critPathSlowestCell": "fa_1",
  "pre_cts_slack_ns": -0.9266,
  "crit_top_cell": "fa_1",
  "netlist_instances": 236,
  "ys_seq_share": 0.4528,
  "routedWlPerCell_um": 12.17,
  "crit_chain": "nand2_2 -> fa_1 -> inv_1 -> fa_1 -> ha_1 -> a21o_1 -> a31o_2 -> a21oi_2 -> xor2_1 -> o21ai_1",
  "max_stage_delay_ns": 0.52,
  "layout_top_cells": "dfrtp_1, clkinvlp_4, buf_4, nand2_1, clkdlybuf4s50_1",
  "antenna_found_initial": 0,
  "grt_pass1_vias": 2351,
  "cts_tree": "done",
  "die_y_um": 82.59,
  "synthSimpleGateAreaFrac": 0.1320,
  "finalClockSkew_ns": 0.01061,
  "ys.flops": 47,
  "num_rows": 28,
  "vias": 2108,
  "gp_congestion": 0.8397,
  "gr-total-overflow": 0,
  "flop_cell": "dfrtp_1",
  "clock_sinks": 47,
  "grt_max_degree": 16,
  "p_per_area_mw_per_mm2": 2313,
  "endpoint_kind": "flop",
  "ys_warn_count": 5,
  "logic_family": "adder cells",
  "clk_pin_slew_ns": 0.24,
  "ir_worst_vdd_mv": 1.628,
  "coreArea_mm2": 0.006096,
  "dpl-instance-area_mm2": 0.003176,
  "layout-drive-gt1-share": 0.4494,
  "setup_viol_count_final": 10,
  "largest_area_cell": "dfrtp_1",
  "hp-class": "clk2reg",
  "drc": 0,
  "groute.usage.overall": 0.1844,
  "path_class": "reg2reg",
  "cp_data_arrival_time_ns": 2.94,
  "slew_viol_final": 0,
  "critPathMaxFanout": 2,
  "syn_avg_cell_area_um2": 11.01,
  "areaGrowthSynthToFinish_pct": 54.62,
  "yosysTopAreaCellShare": 0.4528,
  "routed_wirelength_um": 5247,
  "layout_top_cell": "dfrtp_1",
  "fin_hold_ws_ns": -0.1480,
  "first_iter_violations": 69,
  "fp_util": 0.4261,
  "grt_pass1_wl_um": 9204,
  "edf_count": 0,
  "yosys.cell_types.count": 33,
  "async_flop_share": 1.000,
  "dieArea_mm2": 0.006820,
  "die_x_um": 82.59,
  "io_buffer_count": 22,
  "yosys_cells": 236,
  "ys_sh_xor": 0.05395,
  "syn_area_mm2": 0.002597,
  "hold_depth": 3,
  "worstMarginPinSlew_ns": 0.4236,
  "vias_per_cell": 4.891,
  "antenna_left": 0,
  "topCellsByArea": "dfrtp_1, ha_1, mux2_2",
  "rr_worst_depth": 10,
  "ys_area_mm2": 0.002597,
  "totalPowerFinal_mw": 9.291,
  "finalHoldViolCount": 3,
  "aoi_share": 0.09875,
  "tns_ns": -4.425,
  "warnings": 80
}
area by class of cell:
cell class	count	area (um^2)
clock buffers	16	200.2
clock inverters	48	411.6
fillers	454	2079
inverters	10	37.54
multi-input cells	174	1579
flip-flops and latches	47	1179
well taps	75	93.84
repair buffers	61	515.5
path summary, 6_finish.rpt:
kind / start / to / slack [ns]
worst max-delay path: data1.rb.out[1] / data1.rm.out[7] / -0.94
worst min-delay path: clk / data1.count1.count[1] / -0.15
worst max register to register: data1.rb.out[1] / data1.rm.out[7] / -0.94
worst min register to register: con1.ps[2] / data1.count1.count[3] / 0.36
max in group clk1: data1.count1.count[0] / data1.count1.count[1] / 0.70
max in group asynchronous: rst / data1.rm.out[5] / 1.01
min in group asynchronous: con1.ps[2] / data1.count1.count[3] / 0.36
min in group clk0: data1.racc.out[11] / data1.racc.out[11] / 0.48
metrics by stage:
step,util,instances,hold WS (ns)
5_1_grt,0.6589,431,-0.1522
6_report,0.6589,431,-0.1480
3_3_place_gp,0.5209,360,0.08472
2_1_floorplan,-,236,0.08472
3_5_place_dp,0.5209,360,0.08472
4_1_cts,0.6422,431,-0.1468
layer usage:
layer	wire length [um]	up-vias	GRT usage
li1	-	1056	-
met1	2568	989	0.2386
met2	2272	48	0.2521
met3	286	15	0.09253
met4	119	0	0.1069
met5	0	-	0
flip-flops by register name (all words and copies together), names as in the netlist:
name	flops
data1.ra.out	4
data1.racc.out	12
data1.count1.count	4
data1.rb.out	4
con1.ps	3
data1.rout.out	12
data1.rm.out	8
synthesized netlist by cell type, types with 3 or more instances:
| master | instances |
|---|---|
| nand2_1 | 28 |
| xor2_1 | 11 |
| inv_1 | 11 |
| ha_1 | 22 |
| xnor2_1 | 5 |
| a21o_1 | 5 |
| nand3b_1 | 4 |
| and2_1 | 12 |
| a21oi_1 | 9 |
| fa_1 | 5 |
| dfrtp_1 | 47 |
| nor2_1 | 7 |
| a211oi_1 | 5 |
| o21ai_0 | 17 |
| mux2_2 | 22 |
| nand2b_1 | 4 |
| nand3_1 | 3 |
cells by family after synthesis:
| kind of cell | after synthesis |
|---|---|
| AOI/OAI and AO/OA | 43 |
| xor gates and xnor gates | 16 |
| adders and majority gates | 27 |
| buffers and inverters | 15 |
| DFF | 47 |
| muxes | 22 |
| and+or+nand+nor | 66 |
power by group:
| group | internal (mW) | switching [mW] | total [mW] |
|---|---|---|---|
| logic | 2.43 | 1.91 | 4.35 |
| registers | 1.40 | 0.339 | 1.74 |
| clock network | 1.25 | 1.95 | 3.20 |
| total | 5.08 | 4.21 | 9.29 |
repair_timing:
item | 4_1_cts | 5_1_grt
hold buffers | 0 | 0
buffers inserted | 8 | 0
setup endpoints to repair | 13 | 13
pin swaps | 18 | 12
gates resized | 20 | 14
worst max-delay path, delay by kind of cell (launching register included):
kind	cells	cell delay (ns)
and+or+nand+nor	1	0.06
DFF	1	0.37
buffers and inverters	1	0.05
xor gates and xnor gates	1	0.16
AOI/OAI and AO/OA	4	0.61
adders and majority gates	3	1.29
Power and IR drop assume default switching activity.
